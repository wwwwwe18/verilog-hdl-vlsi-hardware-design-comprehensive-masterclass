<file path="design/flow/design.v">
module ram_single_port2(q,data,read_addr,write_addr,we,clk);
input		[7:0]	data;
input		[5:0]	read_addr,write_addr;
input				we,clk;
output	reg	[7:0]	q;
reg			[7:0]	ram[63:0];
always @(posedge clk)
begin
	if(we)
		ram[write_addr] = data;
	q = ram[read_addr];
end
endmodule
</file>
<file path="design/flow/run.sh">
#!/bin/bash
# OpenROAD 26Q1-2900-gdf79404cd8, Yosys 0.63+post, stock flow scripts
make -C /OpenROAD-flow-scripts/flow DESIGN_CONFIG=/design/flow/config.mk WORK_HOME=/design/flow/orfs finish
</file>
<file path="design/flow/config.mk">
export PLATFORM = sky130hd
export DESIGN_NAME = ram_single_port2
export DESIGN_NICKNAME = ram_single_port2
export VERILOG_FILES = /design/flow/design.v
export SDC_FILE = /design/flow/constraint.sdc
export NUM_CORES = 4
export LEC_CHECK = 1
export CORE_UTILIZATION = 50
</file>
<file path="design/flow/constraint.sdc">
current_design ram_single_port2

set clk_period 7.1
set clk_io_pct 0.2

create_clock -name clk0 -period $clk_period [get_ports {clk}]

set non_clock_inputs [all_inputs -no_clocks]
set_input_delay [expr $clk_period * $clk_io_pct] -clock clk0 $non_clock_inputs
set_output_delay [expr $clk_period * $clk_io_pct] -clock clk0 [all_outputs]
</file>
==> flow_summary.json <==
{
  "path_max_fanout": 14,
  "finalCritPeriodShare_pct": 83.84,
  "ys_sh_mux_pct": 24.80,
  "grt_first_pass_wirelength_mm": 119.0,
  "portBuffers": 29,
  "drc_errors": 0,
  "grt.total_usage_pct": 40.14,
  "finalClockSkew_ps": 24.06,
  "critPathSlowestCell": "nor4b_1",
  "yosysWarnings": 2,
  "die_w_um": 209.2,
  "min_period_ps": 5953,
  "reg2reg_slack_ps": 4210,
  "cts_sinks": 520,
  "boundaryPins": 30,
  "drtIter0Drc": 1357,
  "synth_flop_count": 520,
  "place_hpwl_mm": 57.85,
  "insertedDiodeCount": 0,
  "coreArea_um2": 42130,
  "htreeDepth": 2,
  "ir_drop_mv": 0.2168,
  "worstHoldPathType": "reg -> reg",
  "synthAoiAreaFrac_pct": 12.35,
  "ys_top_logic_family": "multiplexers",
  "post-cts-setup-buffers": 0,
  "yosys.area_share.xor_xnor_pct": 0,
  "via_per_inst": 6.540,
  "log.warning_count": 25,
  "hold_violations": 0,
  "cp-end-kind": "flop",
  "fin_area_um2": 24520,
  "area_delta_synth_final_pct": 14.17,
  "netlist_area_um2": 21470,
  "num_rows": 75,
  "layout_top_cell": "dfxtp_1",
  "worst_slew_pin_slew_ps": 1096,
  "placed_cell_area_um2": 22630,
  "clk_pin_slew_ps": 60,
  "grt_max_degree": 60,
  "ctsHoldBuffers": 0,
  "final_cells": 2544,
  "max_cap_viol_count": 0,
  "root_buffer": "clkbuf_16",
  "wl_per_cell_um": 32.85,
  "cts_buffers": 54,
  "layout-drive-gt1-share_pct": 35.41,
  "grt_pass1_vias": 15850,
  "slowest_delay_ps": 960,
  "synth_seq_share_pct": 48.48,
  "num_vias": 16640,
  "p_leak_nw": 9.926,
  "cts_resized": 0,
  "p_per_area_nw_per_um2": 300.2,
  "place.gp.congestion": 1.023,
  "setup_violations": 0,
  "critPathRequiredTime_ps": 7570,
  "yosysUniqueCellTypes": 90,
  "syn_area_per_cell_um2": 11.33,
  "routed_wl_mm": 83.58,
  "cp-start-kind": "input pin",
  "initial_core_util_pct": 50.96,
  "arrival_ps": 6420,
  "path_class": "in -> reg",
  "rsz0062_at_grt": "false",
  "fmax_mhz": 168.0,
  "status": "finished, final reports clean",
  "final_max_slew_viol_count": 0,
  "dp_cells": 2443,
  "ys_area_um2": 21470,
  "synth-edff-count": 0,
  "relSlewSlack_pct": 25.91,
  "adder_share_pct": 0,
  "simple_gate_share_pct": 11.23,
  "synth_cells": 1895,
  "layout_top_cells": "dfxtp_1, mux2_2, a22oi_1, buf_4, nand2_1",
  "clockBufferDepth": 3,
  "tns_ps": 0,
  "ys_cells": 1895,
  "synth-main-ff-cell": "dfxtp_1",
  "first_pass_iters": 5,
  "antenna_found_initial": 3,
  "async_reset_ff_share_pct": 0,
  "chipArea_um2": 43780,
  "detail-route-antenna-nets": 0,
  "clkLatencyLatePin_ps": 630,
  "fin_util_pct": 58.19,
  "crit_chain": "clkdlybuf4s50_1, buf_4, nor3b_4, nand2_1, mux2_1, a22o_1, or4_1, nor4b_1, and3_1, a31oi_1",
  "die_h_um": 209.2,
  "tritoncts": "yes",
  "hold_ws_ps": 447.1,
  "overflow": 0
}
metrics by stage:
step           setup slack, ps  power (W)
6_report                  1147   0.007359
5_1_grt                   1157   0.007606
4_1_cts                   1418   0.007368
3_5_place_dp             762.4   0.004403
3_3_place_gp             702.2   0.004373
2_1_floorplan             2964   0.004123
power breakdown:
part | total [W] | internal [W] | leakage [nW] | switching (W)
Sequential | 0.00348 | 0.00338 | 4.30 | 0.000102
Clock | 0.00300 | 0.00178 | 0.926 | 0.00122
Combinational | 0.000884 | 0.000409 | 4.70 | 0.000475
critical path, delay by kind of cell:
family | cells | cell delay [ps]
and+or+nand+nor | 5 | 3100
buffers and inverters | 2 | 1030
muxes | 1 | 530
AOI/OAI and AO/OA | 2 | 310
path summary, 6_finish.rpt:
check / cells after the start / end / start
setup / recovery: 10 / q[4] / write_addr[5]
hold / removal: 2 / ram[33][7] / ram[33][7]
setup reg to reg: 6 / q[4] / ram[5][4]
hold reg to reg: 2 / ram[33][7] / ram[33][7]
per-layer routing:
metal	part of all wire, %	routed length [um]	global-route usage, %	up-vias
met4	4.0	3352	12.96	0
met1	42	35210	58.62	8392
li1	-	-	-	7240
met2	42	35290	56.40	845
met5	0	0	0	-
met3	12	9731	15.43	162
flip-flops by register name, indices dropped and copies added (netlist names):
register	cells
ram	512
q	8
kinds of logic (layout without fill, tap and decap cells):
logic type | count (synthesis) | count (layout)
mux | 473 | 473
compound gates | 350 | 350
buf+inv | 148 | 258
simple gates | 404 | 404
flops | 520 | 520
synth_stat cells, drive strengths merged, types with 5 or more instances:
cell,instances,area (um2)
dfxtp,520,10410
mux2,463,5225
nand2,114,470.5
a22oi,105,788.3
clkbuf,92,345.3
nor2,85,334.1
o21ai,59,295.3
a32oi,49,429.2
nand3,40,240.2
buf,33,241.5
a22o,28,245.2
inv,23,86.33
nand4,23,150.1
a21oi,22,110.1
a32o,16,160.2
nor2b,16,100.1
nand4b,15,137.6
nor4,14,108.9
and3,10,62.56
mux2i,10,100.1
and2,9,56.31
and4b,8,80.08
nor3,8,50.05
nor4b,8,106.4
a211oi,7,52.55
and4bb,7,91.34
o211ai,7,52.55
a221oi,6,58.80
a31oi,6,37.54
nand3b,6,52.55
nand4bb,6,67.56
a221o,5,50.05
nand2b,5,31.28
nor3b,5,60.06
area by class of cell:
type                       instances  area, um2
fill                            3511      17620
multi-input combinational       1227      10420
sequential                       520      10410
clock buffer                      78       1593
timing repair buffer             134       1039
tap                              539      674.4
clock inverter                    23      297.8
inverter                          23      86.33
Power figures rest on the tool's default switching activity, not on a simulated workload.
